### flow/design.v
module round_robin_arbitter_project(
    input clk,
    input rst,
    input [4:1] req,
    output reg [3:0] grant
);
parameter s0 = 3'b000,
          s1 = 3'b001,
          s2 = 3'b010,
          s3 = 3'b011,
          s4 = 3'b100;
reg [2:0] pre_state;
reg [2:0] nxt_state;
reg [2-1:0] count = 0;
always @(posedge clk) begin
    if (rst)
        pre_state <= s0;
    else
        pre_state <= nxt_state;
end
always @(*) begin
    case(pre_state)
        s0: begin
            if (req[1]) nxt_state = s1;
            else if (req[2]) nxt_state = s2;
            else if (req[3]) nxt_state = s3;
            else if (req[4]) nxt_state = s4;
            else nxt_state = s0;
        end
        s1: begin
            if (req[1]) begin
                if (count == 2'd3) begin
                    if (req[2]) nxt_state = s2;
                    else if (req[3]) nxt_state = s3;
                    else if (req[4]) nxt_state = s4;
                    else nxt_state = s1;
                    count = 0;
                end else begin
                    nxt_state = s1;
                    count = count + 1;
                end
            end else if (req[2]) begin
                nxt_state = s2;
                count = 0;
            end else if (req[3]) begin
                nxt_state = s3;
                count = 0;
            end else if (req[4]) begin
                nxt_state = s4;
                count = 0;
            end else begin
                nxt_state = s0;
            end
        end
        s2: begin
            if (req[2]) begin
                if (count == 2'd3) begin
                    if (req[3]) nxt_state = s3;
                    else if (req[4]) nxt_state = s4;
                    else if (req[1]) nxt_state = s1;
                    else nxt_state = s2;
                    count = 0;
                end else begin
                    nxt_state = s2;
                    count = count + 1;
                end
            end else if (req[3]) begin
                nxt_state = s3;
                count = 0;
            end else if (req[4]) begin
                nxt_state = s4;
                count = 0;
            end else if (req[1]) begin
                nxt_state = s1;
                count = 0;
            end else begin
                nxt_state = s0;
            end
        end
        s3: begin
            if (req[3]) begin
                if (count == 2'd3) begin
                    if (req[4]) nxt_state = s4;
                    else if (req[1]) nxt_state = s1;
                    else if (req[2]) nxt_state = s2;
                    else nxt_state = s3;
                    count = 0;
                end else begin
                    nxt_state = s3;
                    count = count + 1;
                end
            end else if (req[4]) begin
                nxt_state = s4;
                count = 0;
            end else if (req[1]) begin
                nxt_state = s1;
                count = 0;
            end else if (req[2]) begin
                nxt_state = s2;
                count = 0;
            end else begin
                nxt_state = s0;
            end
        end
        s4: begin
            if (req[4]) begin
                if (count == 2'd3) begin
                    if (req[1]) nxt_state = s1;
                    else if (req[2]) nxt_state = s2;
                    else if (req[3]) nxt_state = s3;
                    else nxt_state = s4;
                    count = 0;
                end else begin
                    nxt_state = s4;
                    count = count + 1;
                end
            end else if (req[1]) begin
                nxt_state = s1;
                count = 0;
            end else if (req[2]) begin
                nxt_state = s2;
                count = 0;
            end else if (req[3]) begin
                nxt_state = s3;
                count = 0;
            end else begin
                nxt_state = s0;
            end
        end
        default: nxt_state = s0;
    endcase
end
always @(*) begin
    case (pre_state)
        s0: grant = 4'b0000;
        s1: grant = 4'b0001;
        s2: grant = 4'b0010;
        s3: grant = 4'b0100;
        s4: grant = 4'b1000;
        default: grant = 4'b0000;
    endcase
end
endmodule
### flow/run.sh
#!/bin/bash
# OpenROAD 26Q1-2900-gdf79404cd8, Yosys 0.63+post, stock flow scripts
make -C /OpenROAD-flow-scripts/flow DESIGN_CONFIG=/design/flow/config.mk WORK_HOME=/design/flow/orfs finish
### flow/config.mk
export PLATFORM = sky130hd
export DESIGN_NAME = round_robin_arbitter_project
export DESIGN_NICKNAME = round_robin_arbitter_project
export VERILOG_FILES = /design/flow/design.v
export SDC_FILE = /design/flow/constraint.sdc
export NUM_CORES = 4
export LEC_CHECK = 1
export CORE_AREA = 10 10 72 72
export DIE_AREA = 0 0 82 82
### flow/constraint.sdc
current_design round_robin_arbitter_project

set clk_period 2.3
set clk_io_pct 0.2

create_clock -name clk0 -period $clk_period [get_ports {clk}]

set non_clock_inputs [all_inputs -no_clocks]
set_input_delay [expr $clk_period * $clk_io_pct] -clock clk0 $non_clock_inputs
set_output_delay [expr $clk_period * $clk_io_pct] -clock clk0 [all_outputs]
==> CHANGELOG.md <==
## Implementation

* Setup CP Type: primary input to register
* Total grt overflow at 0
* Clock latency on the worst-skew pair at 0.22 ns
* VDD IR-drop max at 394 µV
* CTS tree: done
* Gr usage total at 3.59%
* Flop-to-flop setup slack at 1.01 ns
* Critical path fanouts, max at 6
* Crit path launch type: primary input
* Avg WL per Cell at 10.4 µm
* Layout cell share with drive strength beyond 1 at 7.46%
* DRT iter0 DRCs at 33
* Remaining DRCs at 0
* Die span in x at 82 µm
* Vias in the first global route at 407
* First-pass GRT wire length at 1900 µm
* Maxcap violations at 0
* Synth Cell Area at 453 µm²
* Fin Clk Skew at 0.00339 ns
* Endpoints left unconstrained at 2
* Core Rows at 22
* Hold-fix buffers at CTS at 0
* Largest net degree at the start of global routing at 14
* Number of distinct library cells after synthesis at 29
* Hold Crit Class: register to register
* CTS Buf Count at 3
* Htree depth at 1
* I/O Buffers at 9
* Diode count at 0
* Initial antenna violation count at 0
* Max-slew headroom at 71.4%
* CP Data Required Time at 2.39 ns
* Detail Placement HPWL at 870 µm
* LEAKAGE at 0.219 nW
* Status: complete, no violations
* YS warnings at 17
* Placed Area at 571 µm²
* CP arrival at 1.85 ns
* Final ANT Viol Nets at 0
* Routed wire length at 1200 µm
* P per Cell Area at 532 nW/µm²
* Die height at 82 µm
* Slew @ Worst Pin at 0.430 ns
* P&R area growth vs syn at 35.9%
* OpenROAD warnings at 25
* FMAX at 568 MHz
* Ports at 10
* RD Place Congestion at 0.899
* Synthesis area per yosys at 453 µm²
* First-pass iteration count of the detailed router at 5
* Met2 Use GR at 4.94%
* GRT Max-Usage Layer: met1
* Fp_density at 12.3%
* GR Util met1 at 4.97%
* Gate Count Post-Synth at 61
* Register pins left without a clock at 2
* Clock Tree Buf Depth at 2
* PostCTS Resize Cnt at 0
* Tmin final at 1.76 ns
* Via density at 4.15
* Die area at 6720 µm²
* Via count at 477
* Avg Cell Area, Syn at 7.43 µm²
* CORE AREA at 3690 µm²
* Slew Limit Fails at 0
* #FFs+latches synth at 7
* Root Driver: clkbuf_8
* Post-CTS setup buffer count at 0
* RSZ-0062 raised after global routing: no
* Clock transition at path regs at 0.04 ns
* Met3 global-route usage at 2.20%
* Final Cycle Share at 76.6%
* Yosys Instances at 61
* Final Hold Fails at 0
* Setup TNS at 0 ns
* Setup-failing EPs final at 0
* Final instance area at 616 µm²
* CP Capture Type: register
power breakdown:
| part | total, mW | switching [mW] | internal [mW] |
|---|---|---|---|
| registers | 0.108 | 0.00895 | 0.0987 |
| clock network | 0.161 | 0.0418 | 0.119 |
| logic | 0.0590 | 0.0281 | 0.0309 |
cell type report:
type	instances	area [µm²]
Fill cell	435	3070
Multi-Input combinational cell	40	264
Inverter	7	26.3
Sequential cell	7	130
Clock buffer	4	45.0
Timing Repair Buffer	9	90.1
Tap cell	48	60.1
through the flow:
| stage | hold slack (ns) | utilization (%) | cells | worst slack, ns | total power, mW |
|---|---|---|---|---|---|
| after floorplan | 0.512 | - | 61 | 1.06 | 0.142 |
| after global placement | 0.570 | 15.5 | 111 | 0.380 | 0.166 |
| after detailed placement | 0.573 | 15.5 | 111 | 0.346 | 0.167 |
| after CTS | 0.577 | 16.7 | 115 | 0.562 | 0.330 |
| after global routing | 0.609 | 16.7 | 115 | 0.415 | 0.346 |
| final | 0.583 | 16.7 | 115 | 0.538 | 0.327 |
critical path, stage by stage:
cell and delay (ns):
clkdlybuf4s50_1 0.59, nand2b_1 0.13, a32o_1 0.27, o41ai_1 0.27, a311oi_1 0.13
metal layers:
| metal | vias up | wire, µm |
|---|---|---|
| li1 | 232 | - |
| met1 | 225 | 565 |
| met2 | 20 | 519 |
| met3 | 0 | 111 |
| met4 | 0 | 0 |
| met5 | - | 0 |
path summary, 6_finish.rpt:
kind / start / endpoint / cells after the start
hold / removal: pre_state[3]$_DFF_P_ / pre_state[2]$_DFF_P_ / 2
hold reg to reg: pre_state[3]$_DFF_P_ / pre_state[2]$_DFF_P_ / 2
setup reg to reg: pre_state[2]$_DFF_P_ / pre_state[3]$_DFF_P_ / 4
setup / recovery: req[3] / pre_state[2]$_DFF_P_ / 5
synthesized netlist by cell type, drive strengths merged:
| cell type | count | area [µm²] |
|---|---|---|
| a21boi | 1 | 7.51 |
| a21o | 1 | 7.51 |
| a21oi | 5 | 25.0 |
| a221o | 1 | 10.0 |
| a222oi | 2 | 20.0 |
| a311oi | 2 | 17.5 |
| a32o | 1 | 10.0 |
| buf | 3 | 17.5 |
| clkbuf | 4 | 15.0 |
| dfxtp | 5 | 100 |
| dlxtn | 2 | 30.0 |
| ha | 1 | 12.5 |
| inv | 7 | 26.3 |
| nand2 | 3 | 11.3 |
| nand2b | 3 | 18.8 |
| nand3 | 2 | 10.0 |
| nor2 | 1 | 3.75 |
| nor2b | 3 | 18.8 |
| nor3 | 4 | 20.0 |
| nor3b | 1 | 7.51 |
| nor4 | 1 | 6.26 |
| o211ai | 2 | 15.0 |
| o21ai | 2 | 10.0 |
| o21bai | 1 | 7.51 |
| o311a | 1 | 10.0 |
| o41ai | 1 | 8.76 |
| or2 | 1 | 6.26 |
placed cells by master, fill, tap and decap left out:
cell type and instances:
nor2_1 1, nand3_1 2, a221o_1 1, nor3_1 4, nand2_1 3, clkdlybuf4s50_1 9
o311a_1 1, or2_1 1, a222oi_1 2, o21ai_0 2, a311oi_1 2, inv_2 2
dfxtp_1 5, inv_1 5, o21bai_1 1, dlxtn_1 2, o211ai_1 2, nor2b_1 3
clkbuf_8 3, o41ai_1 1, a21oi_1 5, a21o_1 1, clkbuf_1 1, a21boi_1 1
nor3b_1 1, nand2b_1 3, ha_1 1, a32o_1 1, nor4_1 1
logic make-up (layout without fill, tap and decap cells):
kind of cell / Yosys count / after routing / synth area share [%]
AND/OR/NAND/NOR: 19 / 19 / 22.7
AND-OR/OR-AND: 20 / 20 / 32.9
buffers and inverters: 14 / 20 / 13.0
latches: 2 / 2 / 6.63
flip-flops: 5 / 5 / 22.1
adder cells (fa/ha/maj): 1 / 1 / 2.76
sequential cells by signal (all words and copies together), names as in the netlist:
| register | cells |
|---|---|
| pre_state | 5 |
| count | 2 |
Power and IR drop assume default switching activity.
